--- /design/flow/run.sh ---
#!/bin/bash
# OpenROAD 26Q1-2900-gdf79404cd8, Yosys 0.63+post, stock flow scripts
make -C /OpenROAD-flow-scripts/flow DESIGN_CONFIG=/design/flow/config.mk WORK_HOME=/design/flow/orfs finish
--- /design/flow/config.mk ---
export PLATFORM = sky130hd
export DESIGN_NAME = control
export DESIGN_NICKNAME = control
export VERILOG_FILES = /design/flow/design.v
export SDC_FILE = /design/flow/constraint.sdc
export NUM_CORES = 4
export LEC_CHECK = 1
export CORE_AREA = 10 10 70 70
export DIE_AREA = 0 0 80 80
--- /design/flow/constraint.sdc ---
current_design control

set clk_period 2.8
set clk_io_pct 0.2

create_clock -name clk0 -period $clk_period

set non_clock_inputs [all_inputs -no_clocks]
set_input_delay [expr $clk_period * $clk_io_pct] -clock clk0 $non_clock_inputs
set_output_delay [expr $clk_period * $clk_io_pct] -clock clk0 [all_outputs]
--- /design/flow/design.v ---
module control(input [5:0] in,  
               input [4:0] rt,  
               output regdest,
               output alusrc,
               output memtoreg,
               output regwrite,
               output memread,
               output memwrite,
               output branch,
               output jump,
               output jump_al,
               output [1:0] zcond,
               output aluop2,
               output aluop1,
               output aluop0);
wire rformat, lw, sw, beq,
     addi, andi, ori,
     bne, bgez, bgtz, blez, bltz,
     j, jal;
assign rformat  = ~|in;
assign lw       =  in[5] & ~in[4] & ~in[3] & ~in[2] &  in[1] &  in[0];
assign sw       =  in[5] & ~in[4] &  in[3] & ~in[2] &  in[1] &  in[0];
assign beq      = ~in[5] & ~in[4] & ~in[3] &  in[2] & ~in[1] & ~in[0];
assign bne      = ~in[5] & ~in[4] & ~in[3] &  in[2] & ~in[1] &  in[0];
assign bgez     = ~in[5] & ~in[4] & ~in[3] & ~in[2] & ~in[1] &  in[0] & ~rt[4] & ~rt[3] & ~rt[2] & ~rt[1] &  rt[0];
assign bgtz     = ~in[5] & ~in[4] & ~in[3] &  in[2] &  in[1] &  in[0] & ~rt[4] & ~rt[3] & ~rt[2] & ~rt[1] & ~rt[0];
assign blez     = ~in[5] & ~in[4] & ~in[3] &  in[2] &  in[1] & ~in[0] & ~rt[4] & ~rt[3] & ~rt[2] & ~rt[1] & ~rt[0];
assign bltz     = ~in[5] & ~in[4] & ~in[3] & ~in[2] & ~in[1] &  in[0] & ~rt[4] & ~rt[3] & ~rt[2] & ~rt[1] & ~rt[0];
assign j        = ~in[5] & ~in[4] & ~in[3] & ~in[2] &  in[1] & ~in[0];
assign jal      = ~in[5] & ~in[4] & ~in[3] & ~in[2] &  in[1] &  in[0];
assign addi     = ~in[5] & ~in[4] &  in[3] & ~in[2] & ~in[1] & ~in[0];
assign andi     = ~in[5] & ~in[4] &  in[3] &  in[2] & ~in[1] & ~in[0];
assign ori      = ~in[5] & ~in[4] &  in[3] &  in[2] & ~in[1] &  in[0];
assign regdest  = rformat;
assign alusrc   = lw | sw | addi | andi | ori;
assign memtoreg = lw;
assign regwrite = rformat | lw | addi | andi | ori;
assign memread  = lw;
assign memwrite = sw;
assign branch   = beq | bne | bgez | bgtz | blez | bltz;
assign jump     = jal | j;
assign jump_al  = jal;
assign zcond    = bgez ? 2'b11 :
                  bgtz ? 2'b10 :
                  blez ? 2'b01 :
                  bltz ? 2'b00 :
                  bne  ? 2'b01 :
                  2'b00;
assign aluop2   = rformat | bgez | bgtz | blez | bltz | jump;
assign aluop1   = ori | andi | jump;
assign aluop0   = beq | bne | ori | bgez | bgtz | blez | bltz;
endmodule
==> flow_summary.toml <==
# generated from flow reports
[finish]
flops = 0
instances_no_fill = 135
ff_latch_area_sq_um = 0
synthToLayoutAreaGrowth_pct = 163
drive_gt1_share_pct = 37.1
clock_buffer_count = 0
design_area_sq_um = 785

[global_route]
antenna_found_initial = 0
grt_pass1_vias = 478
overflow = 0
grt_max_degree = 10
grt_pass1_wl_mm = 2.19
gr-usage-all-layers_pct = 3.95

[setup_path]
cp_num_cells = 6
crit_required_ns = 2.24
cp_num_buf_inv = 3
end_kind = "output port"
cp-start-kind = "input port"
worstPathMaxFanout = 9
crit_path_cell_trace = "clkdlybuf4s50_1 > buf_4 > and3b_1 > a32oi_1 > nor2_1 > clkdlybuf4s50_1"
cp.arrival_ns = 2.07
crit_top_cell = "clkdlybuf4s50_1"
slowest_stage = "clkdlybuf4s50_1"
crit_type = "input port to output port"
crit_family = "buffers and inverters"
cp_slowest_stage_delay_ns = 0.49

[synth]
avgSynthCellArea_sq_um = 6.20
synth.distinct_cells = 26
ys_seq_share_pct = 0
synth_area_sq_um = 298
netlist_top_cells_count = "nor2_1, a21oi_1, nand2_1"
yosys-stat-cells = 48
yosysTopAreaCellShare_pct = 7.56
netlist_instances = 48
synth.largest_area_cell = "nor2_1"
top_cell = "nor2_1"
ys_chip_area_sq_um = 298
ys_warn_count = 0
area_leaders = "nor2_1, nor4_4, a21oi_1"

[floorplan]
chipArea_sq_um = 6400
fp_util_pct = 8.72
ios = 25
core_area_sq_um = 3420
fp.dieW_um = 80
row_count = 21
die_y_um = 80

[routing]
drt-initial-drc-count = 24
routed_wl_mm = 1.49
wl_per_cell_um = 11.0
vias_per_cell = 3.76
dr.pass1.iters = 2
antenna_left = 0
drc = 0
num_vias = 507
antenna_cells = 0

[placement]
dp.cells = 131
dp_hpwl_mm = 1.18
io_buffers = 25
dpl_cell_area_sq_um = 703
gp_congestion = 0.888

[power]
p_sw_mw = 0.0323
p_seq_share_pct = 0
irDropWorstVdd_mv = 0.0149
power_leakage_nw = 0.413
pwr-share-clk_pct = 0
p_comb_share_pct = 100.0
p_per_area_nw_per_um2 = 94.0
finalPower_mw = 0.0737
switching_share_pct = 43.8
p_int_mw = 0.0415

[timing]
worst_pin_slew_ns = 0.297
min_period_ns = 2.63
fin_crit_sh_pct = 93.8
slew_headroom_pct = 80.2
rsz0062_at_grt = "no"
drv_slew = 0
fmax_mhz = 381
setup_viol = 0
finalHoldViolations = 0

[job]
openroad.warnings = 32
drv_cap = 0

[clock_tree]
cts_hold_buf = 0

[hold_path]
min_path_type = "input port to output port"
hold_depth = 3

[status]
status = "complete, no violations"
logic make-up after synthesis:
logic type	count (synthesis)	share of synthesized area, %
buf+inv	6	10.1
simple gates	29	57.6
compound gates	12	29.0
mux	1	3.36
cell usage in the layout (no fill, tap or decap), types with 2 or more instances in the layout:
| cell type | instances |
|---|---|
| a21oi_1 | 3 |
| buf_4 | 20 |
| clkdlybuf4s50_1 | 12 |
| dlygate4sd2_1 | 3 |
| dlymetal6s2s_1 | 9 |
| inv_1 | 2 |
| nand2_1 | 4 |
| nand3_1 | 3 |
| nor2_1 | 4 |
| nor2_2 | 2 |
| nor2b_2 | 3 |
| nor3_1 | 2 |
| nor4_4 | 2 |
| o211ai_1 | 2 |
cell type report:
class	count	area, sq um
multi-input combinational	42	305
fill	366	2630
tap	46	57.6
inverter	2	7.51
timing repair buffer	45	414
timing repair:
item                       CTS  global route
setup endpoints to repair    6             9
cloned                       0             0
gates resized                6            19
buffers inserted             2             2
pin swaps                    1             6
worst paths after layout:
kind              start  endpoint  slack (ns)
setup / recovery  in[0]    alusrc        0.17
hold / removal    in[5]    branch        1.54
power groups by stage:
stage / registers [mW] / logic, mW / clock network (mW)
CTS: 0 / 0.0703 / 0
global route: 0 / 0.0798 / 0
finish: 0 / 0.0737 / 0
tightest hold or removal path, stage by stage:
cell	delay (ns)
dlymetal6s2s_1	0.25
a2111oi_2	0.08
clkbuf_2	0.09
stage by stage:
| stage | util [%] | hold WS, ns | setup TNS, ns | setup WS [ns] |
|---|---|---|---|---|
| after floorplan | - | 1.14 | 0 | 0.932 |
| after global placement | 20.6 | 2.16 | -0.417 | -0.139 |
| final | 23.0 | 1.54 | 0 | 0.173 |
| after global routing | 23.0 | 1.58 | 0 | 0.0642 |
| after detailed placement | 20.6 | 2.16 | -0.510 | -0.135 |
| after CTS | 21.2 | 1.91 | 0 | 0.00299 |
per-layer routing:
metal | vias to the layer above | routed length (um) | part of all wire, % | global-route usage (%)
met5 | - | 0 | 0 | 0
met1 | 229 | 663 | 45 | 4.81
met4 | 0 | 0 | 0 | 0
met2 | 15 | 670 | 45 | 6.82
li1 | 263 | - | - | -
met3 | 0 | 155 | 10 | 1.48
Power figures rest on the tool's default switching activity, not on a simulated workload.
