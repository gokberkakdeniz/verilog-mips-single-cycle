`config.mk`:
```
export PLATFORM = sky130hd
export DESIGN_NAME = alu32
export DESIGN_NICKNAME = alu32
export VERILOG_FILES = /design/flow/design.v
export SDC_FILE = /design/flow/constraint.sdc
export NUM_CORES = 4
export LEC_CHECK = 1
export CORE_UTILIZATION = 50
```
`constraint.sdc`:
```
current_design alu32

set clk_period 21.7
set clk_io_pct 0.2

create_clock -name clk0 -period $clk_period

set non_clock_inputs [all_inputs -no_clocks]
set_input_delay [expr $clk_period * $clk_io_pct] -clock clk0 $non_clock_inputs
set_output_delay [expr $clk_period * $clk_io_pct] -clock clk0 [all_outputs]
```
`design.v`:
```
module alu32(output reg [31:0] sum,
             input [31:0] a,
             input [31:0] b,
             input [1:0] zcond,  
             output reg zout,
             input [3:0] gin);  
    reg [31:0] less;
    always @(zcond or a or b or gin)
    begin
        case(gin)
            3'b0000: sum = a & b;        
            3'b0001: sum = a | b;        
            3'b0010: sum = a + b;        
            3'b0011: begin               
                        case (zcond)
                            2'b00: sum = a[31] ? 0 : 1;
                            2'b01: sum = a[31] ? 0 : a;
                            2'b10: sum = a[31] | ~(|a) ? 1 : 0;
                            2'b11: sum = a[31] ? 1 : 0;
                            default: sum = 31'bx;
                        endcase
                     end
            3'b0100: sum = ~(a | b);     
            3'b0110: sum = a+1+(~b);     
            3'b0111: begin               
                        less = a+1+(~b);	
                        sum = less[31] ? 1 : 0;
                     end
            3'b1000: sum = 0;            
            default: sum = 31'b0;
        endcase
        zout = zcond[0] && gin == 3'b0110 ? (|sum) : ~(|sum);
    end
endmodule
```
`run.sh`:
```
#!/bin/bash
# OpenROAD 26Q1-2900-gdf79404cd8, Yosys 0.63+post, stock flow scripts
make -C /OpenROAD-flow-scripts/flow DESIGN_CONFIG=/design/flow/config.mk WORK_HOME=/design/flow/orfs finish
```
==> Implementation_results.wiki <==
== Metrics ==
{| class="wikitable"
! Metric !! Value
|-
| Count of instantiated cells in the yosys netlist || 915
|-
| Netlist Area Pre-Place || 6170 um^2
|-
| Metal2 WL || 10700 um
|-
| Wire length per cell || 22.1 um
|-
| Pins Over Slew Limit || 0
|-
| Number of antenna violations at the first check in global routing || 0
|-
| Cell types with the largest area share after synthesis || sky130_fd_sc_hd__ha_1, sky130_fd_sc_hd__a21oi_1, sky130_fd_sc_hd__inv_1
|-
| Launch point of the worst hold path || zcond[0]
|-
| Sequential cell area in the final layout || 0 um^2
|-
| Synth warn || 2
|-
| First-pass GRT wire length || 37800 um
|-
| Cell taking the most area after synthesis || sky130_fd_sc_hd__ha_1
|-
| Chip area line of the yosys report || 6170 um^2
|-
| Period utilisation layout || 65.2%
|-
| Number of top-level design ports || 103
|-
| RSZ-0062 raised after global routing || false
|-
| Worst vdd rail ir drop || 0.0000148 V
|-
| Share of layout cells above drive strength 1 || 5.37%
|-
| Aggregate global routing overflow || 0
|-
| DRC errors left || 0
|-
| Vias/cell || 6.85
|-
| Worst Setup Start Kind || primary input
|-
| Setup Crit Path Kind || primary input to output pin
|-
| Unique masters post-synth || 92
|-
| Max FO, Critical Path || 4
|-
| Overall die area || 12800 um^2
|-
| Detailed-placement wirelength estimate || 19000 um
|-
| Register share after synthesis || 0%
|-
| Post-synth top cells || sky130_fd_sc_hd__ha_1, sky130_fd_sc_hd__inv_1, sky130_fd_sc_hd__a21oi_1
|-
| Met3 wire length || 2320 um
|-
| Final setup viols || 0
|-
| Post-DRT Antenna Nets || 0
|-
| Total global-route track usage || 38.1%
|-
| Chip Height || 113 um
|-
| Routed length on met1 || 10900 um
|-
| Least-Margin Pin Slew || 0.979 ns
|-
| Uppermost layer routed || met4
|-
| Count of final hold-check violations || 0
|-
| Vias in the first global route || 6853
|-
| Vias after detailed routing || 7642
|-
| Req. time, crit path || 17.36 ns
|-
| Ant diodes || 0
|-
| Most frequent cell after synthesis || sky130_fd_sc_hd__ha_1
|-
| PD cells || 25.4 nW/um^2
|-
| Min Clock Period, post-route || 14.15 ns
|-
| Worst slew slack as a fraction of its limit || 33.9%
|-
| Layout fillers || 1107
|-
| Width of the chip || 113 um
|-
| Number of setup buffers added after CTS || 0
|-
| Final routed wirelength across all metal layers || 24600 um
|-
| Pre-antenna DRT Iters || 7
|-
| Starting utilization of the core area || 51.3%
|-
| Post-Synthesis Cells || 915
|-
| Hold/Removal Path Class || primary input to output pin
|-
| Pin count of the biggest net entering global routing || 43
|-
| Total negative setup slack || 0 ns
|-
| Crit. End Element || output pin
|-
| Number of DRC markers in iteration 0 || 700
|-
| Fmax || 0.0707 GHz
|-
| Average cell area after synthesis || 6.74 um^2
|-
| Quantity of hold-fixing buffers added after cts || 0
|-
| Number of cells traversed by the worst hold path || 4
|-
| Layout Area Growth over Synthesis || 16.9%
|-
| Max Cap Viol || 0
|-
| Crit path arrival time || 9.81 ns
|-
| Cell resize tally after clock tree synthesis || 0
|-
| Lkg Pwr || 0.00305 uW
|-
| Flip-flops || 0
|-
| Final-layout clock buffer total || 0
|-
| Tally of buffers added on design ports || 103
|-
| Gp weighted congestion || 1.05
|-
| OpenROAD warning count || 103
|-
| Hold Crit Endpoint || zout
|-
| Site Rows || 40
|-
| Top-area cell share || 20.7%
|-
| Floorplan Core Area || 12000 um^2
|-
| Total power of the final layout || 183 uW
|-
| Status || complete, no violations
|}
==> where the power goes <==
part	internal, uW	switching [uW]	leakage (uW)
combinational	74.4	108	0.00305
clock	0	0	0
sequential	0	0	0
total	74.4	108	0.00305
==> per-stage QoR <==
step	util, %	area [um^2]	cells	worst slack, ns	hold slack, ns
finish	60.0	7210	1115	7.55	9.87
global route	60.0	7210	1115	7.49	9.87
CTS	60.0	7210	1115	7.66	9.85
detailed placement	60.0	7210	1115	7.67	9.85
global placement	60.0	7210	1115	7.68	9.82
floorplan	-	6170	915	9.62	8.76
==> cell usage in the layout, fill, tap and decap left out, types with 6 or more instances in the layout <==
master | netlist | layout
sky130_fd_sc_hd__clkdlybuf4s50_1 | 0 | 103
sky130_fd_sc_hd__ha_1 | 102 | 102
sky130_fd_sc_hd__inv_1 | 94 | 94
sky130_fd_sc_hd__a21oi_1 | 79 | 79
sky130_fd_sc_hd__nand2_1 | 74 | 74
sky130_fd_sc_hd__nor2_1 | 65 | 65
sky130_fd_sc_hd__o21ai_0 | 57 | 57
sky130_fd_sc_hd__nor3_1 | 19 | 19
sky130_fd_sc_hd__nor4_1 | 17 | 17
sky130_fd_sc_hd__a21o_1 | 17 | 17
sky130_fd_sc_hd__o31ai_1 | 16 | 16
sky130_fd_sc_hd__a211oi_1 | 16 | 16
sky130_fd_sc_hd__o211ai_1 | 16 | 16
sky130_fd_sc_hd__nand3_1 | 15 | 15
sky130_fd_sc_hd__nand4_1 | 15 | 15
sky130_fd_sc_hd__o221ai_1 | 15 | 15
sky130_fd_sc_hd__nor2b_1 | 13 | 13
sky130_fd_sc_hd__a31oi_1 | 12 | 12
sky130_fd_sc_hd__mux2i_1 | 11 | 11
sky130_fd_sc_hd__buf_4 | 2 | 9
sky130_fd_sc_hd__o21bai_1 | 8 | 8
sky130_fd_sc_hd__o21a_1 | 8 | 8
sky130_fd_sc_hd__xnor2_1 | 8 | 8
sky130_fd_sc_hd__a211o_1 | 7 | 7
sky130_fd_sc_hd__o21ai_1 | 7 | 7
sky130_fd_sc_hd__o221a_2 | 6 | 6
sky130_fd_sc_hd__a22oi_1 | 6 | 6
==> cells by family after synthesis <==
kind of cell	synth area share [%]
AOI/OAI and AO/OA	41.4
xor gates and xnor gates	1.28
adders and majority gates	21.3
buffers and inverters	10.3
muxes	1.79
and+or+nand+nor	23.9
==> critical path, cell delays in order <==
cell and delay (ns):
sky130_fd_sc_hd__clkdlybuf4s50_1 0.45, sky130_fd_sc_hd__inv_1 0.12, sky130_fd_sc_hd__ha_1 0.20, sky130_fd_sc_hd__inv_1 0.07
sky130_fd_sc_hd__fa_1 0.42, sky130_fd_sc_hd__nor2b_1 0.17, sky130_fd_sc_hd__o211ai_1 0.46, sky130_fd_sc_hd__nand2_1 0.23
sky130_fd_sc_hd__xnor2_1 0.17, sky130_fd_sc_hd__a221o_1 0.39, sky130_fd_sc_hd__or4_1 0.59, sky130_fd_sc_hd__nor4_1 0.30
sky130_fd_sc_hd__or4b_1 0.56, sky130_fd_sc_hd__a2111o_1 0.39, sky130_fd_sc_hd__nor4_2 0.30, sky130_fd_sc_hd__xnor2_1 0.16
sky130_fd_sc_hd__clkdlybuf4s50_1 0.48
==> how the worst max path moves through the flow <==
| stage | slack, ns | startpoint | to | cells past startpoint |
|---|---|---|---|---|
| finish | 7.55 | a[0] | zout | 17 |
| global route | 7.49 | a[0] | zout | 17 |
| CTS | 7.66 | a[0] | zout | 17 |
==> layout make-up <==
class	instances	area (um^2)	area share (%)
multi-input cells	758	5560	77.1
repair buffers	112	1100	15.2
inverters	98	368	5.10
well taps	147	184	2.55
==> per-layer routing <==
layer	vias to the layer above	GRT usage, %
li1	3554	-
met1	3578	55.3
met2	456	60.7
met3	54	3.22
met4	0	10.4
met5	-	0
No activity file was given, so power comes from the tool's default toggle rates.
