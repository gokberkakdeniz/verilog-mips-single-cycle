### flow/design.v
module alucont(input aluop2,
               input aluop1,
               input aluop0,
               input f5,
               input f4,
               input f3,
               input f2,
               input f1,
               input f0,
               output reg jump_reg,
               output reg [3:0] gout);
    always @(aluop2 or aluop1 or aluop0 or f5 or f4 or f3 or f2 or f1 or f0)
    begin
        jump_reg = 0; 
        if (~aluop2 & ~aluop1 & ~aluop0)         
            gout = 4'b0010;   
        else if (~aluop2 & ~aluop1 & aluop0)     
            gout = 4'b0110;   
        else if (~aluop2 & aluop1 & ~aluop0)     
            gout = 4'b0000;   
        else if (~aluop2 & aluop1 & aluop0)      
            gout = 4'b0001;   
        else if (aluop2 & ~aluop1 & ~aluop0)     
        begin
			if (~f5 & ~f4 & f3 & ~f2 & ~f1 & ~f0)
            begin
                gout = 4'b1000;      
                jump_reg = 1;
            end
			else if (f5 & ~f4 & ~f3 & ~f2 & ~f1 & ~f0)
                gout = 4'b0010;      
			else if (f5 & ~f4 & ~f3 & ~f2 & f1 & ~f0)
                gout = 4'b0110;      
			else if (f5 & ~f4 & ~f3 & f2 & ~f1 & ~f0)
                gout = 4'b0000;      
			else if (f5 & ~f4 & ~f3 & f2 & ~f1 & f0)
                gout = 4'b0001;      
			else if (f5 & ~f4 & ~f3 & f2 & f1 & f0)
                gout = 4'b0100;      
			else if (f5 & ~f4 & f3 & ~f2 & f1 & ~f0)
                gout = 4'b0111;      
		end
        else if (aluop2 & ~aluop1 & aluop0)      
            gout = 4'b0011;          
        else if (aluop2 & aluop1 & ~aluop0)      
            gout = 4'b1000;          
        else
            gout = 4'b1000;          
	end
endmodule
### flow/run.sh
#!/bin/bash
# OpenROAD 26Q1-2900-gdf79404cd8, Yosys 0.63+post, stock flow scripts
make -C /OpenROAD-flow-scripts/flow DESIGN_CONFIG=/design/flow/config.mk WORK_HOME=/design/flow/orfs finish
### flow/config.mk
export PLATFORM = sky130hd
export DESIGN_NAME = alucont
export DESIGN_NICKNAME = alucont
export VERILOG_FILES = /design/flow/design.v
export SDC_FILE = /design/flow/constraint.sdc
export NUM_CORES = 4
export LEC_CHECK = 1
export CORE_AREA = 10 10 70 70
export DIE_AREA = 0 0 80 80
### flow/constraint.sdc
current_design alucont

set clk_period 1.0
set clk_io_pct 0.2

create_clock -name clk0 -period $clk_period

set non_clock_inputs [all_inputs -no_clocks]
set_input_delay [expr $clk_period * $clk_io_pct] -clock clk0 $non_clock_inputs
set_output_delay [expr $clk_period * $clk_io_pct] -clock clk0 [all_outputs]
==> results.txt <==
Implementation results

The top cell type by area accounts for 20.1% of the synthesized area. 14 I/O pins were placed. Setup repair after global routing could not meet its margin everywhere.

The number of buffers and inverters on the critical path is 2. After synthesis, the design contains 36 cells according to Yosys. In this design, the largest share of critical-path delay is due to simple AND/OR/NAND/NOR gates. The required time at the worst endpoint is listed as 0.80 ns. The endpoint of the worst hold-timing path is jump_reg.

At the floorplan stage, the core utilization is reported as 8.75%. The horizontal extent of the die is 80 um. The delay of the slowest cell on the worst path is 0.55 ns. Per the post-synthesis report, the number of cells in the design is 36.

Looking at area per cell type in the netlist, the leader is sky130_fd_sc_hd__dlxtn_1. The critical path's slowest stage uses the library cell sky130_fd_sc_hd__or4b_4. The count of inserted antenna diode cells is 0. Yosys reports that the most numerous cell types are sky130_fd_sc_hd__a21oi_1 (5), sky130_fd_sc_hd__dlxtn_1 (4), sky130_fd_sc_hd__nand2b_1 (3). The report lists the number of standard-cell rows as 21. The count of endpoints without a timing constraint is 8. The detailed placer's ending HPWL is 825 um. The finished layout holds 106 standard cells, fillers aside.

The fraction of layout cells with a size suffix above 1 is 46.7%. For this run, the chip area from Yosys synthesis comes to 299 um2. The report puts the hold buffer count at CTS at 0. The run finished, with violations left.

The average instance in the mapped netlist occupies 8.31 um2. The number of nets with antenna violations after routing is 0. The synthesized design contains 4 register bits. The critical path is of the input pin to output port type. Per the GRT congestion report, total overflow comes to 0.

The total iterations of the first detailed-routing run is 4. The cell area after synthesis is 299 um2. The remaining routing DRC violations is 0. The number of warnings reported in the stage logs is 35. The flip-flop count of the largest register, all copies and words added is 4.

The tightest slew margin relative to the limit is 78.5%. The pre-CTS setup check shows a worst slack of -1.19 ns. The type of origin of the critical path is an input pin.

The count of unique library cells instantiated by Yosys is 25. The total routing usage reported by global routing is 3.10%. The die is 80 um tall. The power per cell area is 286 nW/um2. The final-report max-slew violation count is 0. The peak fanout along the critical path is 2. Per STA, the worst path is made up of buf_6 -> or4b_4 -> nor4_4 -> buf_2. The signed area change from the synthesized netlist to the final layout is 88.7%. The post-synth count of flops with an enable pin is 0. The routed via count divided by cell count is 3.34.

The checks that failed: negative setup slack. The number of global-route vias before repair is 377. The sum of routed wire length over all layers is 982 um.

The maximum VDD drop is 0.128 mV. The detail-routed net length per standard cell is 9.26 um. The overall die area is 6400 um2. After routing, the total negative slack on setup checks comes to -0.315 ns. For the worst min-delay path, the startpoint reported by OpenROAD is f5. The number of DRC violations after detailed-routing iteration 0 is 13. After layout, the worst path uses 131% of the clock period. In this run, placement finished with an instance count of 105.

The worst hold path passes through 4 cells. The main area contributors are sky130_fd_sc_hd__dlxtn_1 (20%), sky130_fd_sc_hd__a21oi_1 (8.4%), sky130_fd_sc_hd__nor4_2 (8.4%). The most common flop cell mapped by yosys is sky130_fd_sc_hd__dlxtn_1.

Looking at the gate-level netlist, the highest instance count belongs to sky130_fd_sc_hd__a21oi_1. Counting flops with an async set or reset pin after synthesis yields a share of 0%. Summed over all cells, the static leakage comes to 0.230 nW.

The initial antenna violation count was 0. The final route contains 354 vias. After its last routability iteration, the placer logged a weighted congestion of 0.748. According to the timing report, the arrival time at the worst endpoint equals 1.11 ns.

Per the timing report, the achievable frequency comes out to 0.761 GHz. The final layout report lists a filler cell count of 401. The worst setup path is captured at an output port. The maximum number of pins on one net before global-route repair is 9.

The setup violation total in the final timing report is 1. The time the final worst path needs with I/O delays and setup is 1.31 ns. Across all setup checks in the final design, the least slack found is -0.315 ns. The timer found 4 register pins that no clock reaches; their paths are not timed.

The pin closest to its max-slew limit shows a slew of 0.323 ns. The first global-routing pass estimated 1660 um of wire. The synthesis warning total is 1. According to the floorplan report, the placeable core area is 3420 um2. The worst min-delay path class is input pin to output port.

The final number of hold-violating endpoints is 0. The max capacitance violation total is 0. Per the placement log, port buffering inserted 14 buffers.
[stage by stage]
stage / utilization (%) / power (W) / hold slack [ns] / area [um2]
final: 16.5 / 0.000161 / 0.741 / 564
after global routing: 16.5 / 0.000177 / 0.757 / 564
after CTS: 16.5 / 0.000161 / 0.743 / 564
after detailed placement: 16.6 / 0.000161 / 1.36 / 567
after global placement: 16.6 / 0.000159 / 1.41 / 567
after floorplan: - / 0.0000673 / 0.413 / 299
[timing repair]
item,in CTS,in global routing
pin swaps,3,0
cloned,0,0
buffers inserted,1,0
resized,32,0
endpoints found under the setup margin,1,1
[where the power goes]
group | leakage, nW | internal, W | switching, W | total [W]
clock | 0 | 0 | 0 | 0
combinational | 0.198 | 0.0000874 | 0.0000652 | 0.000153
sequential | 0.0320 | 0.00000840 | 0.000000291 | 0.00000869
total | 0.230 | 0.0000958 | 0.0000655 | 0.000161
[worst min-delay path, cell delays in order]
cell	delay (ns)
sky130_fd_sc_hd__buf_6	0.07
sky130_fd_sc_hd__or4b_4	0.13
sky130_fd_sc_hd__nor4_4	0.03
sky130_fd_sc_hd__buf_2	0.11
[cell usage in the layout, fill, tap and decap left out, types with 2 or more instances in the layout]
| cell type | netlist | final |
|---|---|---|
| sky130_fd_sc_hd__clkdlybuf4s50_1 | 0 | 6 |
| sky130_fd_sc_hd__nor4b_1 | 2 | 2 |
| sky130_fd_sc_hd__buf_4 | 0 | 11 |
| sky130_fd_sc_hd__clkdlybuf4s15_2 | 0 | 2 |
| sky130_fd_sc_hd__nand2b_1 | 3 | 3 |
| sky130_fd_sc_hd__buf_2 | 1 | 5 |
| sky130_fd_sc_hd__dlxtn_1 | 4 | 4 |
| sky130_fd_sc_hd__a21oi_1 | 5 | 5 |
[layout make-up]
type,instances,area [um2],share of cell area (%)
multi-input cells,30,241,42.8
flip-flops and latches,4,60.1,10.6
repair buffers,25,201,35.7
well taps,46,57.6,10.2
inverters,1,3.75,0.665
[cells by family after synthesis]
kind of cell | share of synthesized area, %
AND-OR/OR-AND | 26.4
XOR/XNOR | 2.93
buffers and inverters | 2.93
latches | 20.1
multiplexers | 7.11
AND/OR/NAND/NOR | 40.6
[per-layer routing]
layer	wire [um]	vias up	global-route usage, %
met5	0	-	0
met4	0	0	0
met3	111	0	0.909
met2	299	14	3.85
met1	571	154	5.16
li1	-	186	-
[worst max path at each step]
stage | start | endpoint | slack, ns | cells after the start
after CTS | f5 | jump_reg | -0.33 | 4
after global routing | f5 | jump_reg | -0.34 | 4
final | f5 | jump_reg | -0.31 | 4
Power and IR drop assume default switching activity.
